File: ./run.sh
#!/bin/bash
# OpenROAD 26Q1-2900-gdf79404cd8, Yosys 0.63+post, stock flow scripts
make -C /OpenROAD-flow-scripts/flow DESIGN_CONFIG=/design/flow/config.mk WORK_HOME=/design/flow/orfs finish
File: ./config.mk
export PLATFORM = sky130hd
export DESIGN_NAME = SEQ001_1007
export DESIGN_NICKNAME = SEQ001_1007
export VERILOG_FILES = /design/flow/design.v
export SDC_FILE = /design/flow/constraint.sdc
export NUM_CORES = 4
export LEC_CHECK = 1
export CORE_AREA = 10 10 99 99
export DIE_AREA = 0 0 109 109
File: ./constraint.sdc
current_design SEQ001_1007

set clk_period 6.6
set clk_io_pct 0.2

create_clock -name clk0 -period $clk_period [get_ports {clk}]

set non_clock_inputs [all_inputs -no_clocks]
set_input_delay [expr $clk_period * $clk_io_pct] -clock clk0 $non_clock_inputs
set_output_delay [expr $clk_period * $clk_io_pct] -clock clk0 [all_outputs]
File: ./design.v
`timescale 1ns / 1ps
module SEQ001_1007(out,in,clk,reset,pre_s,next_s);
input clk,reset,in;
output reg out;
parameter s0=2'b00,s1=2'b01,s2=2'b10,s3=2'b11;
output reg [1:0]pre_s,next_s;
reg [28:0]divider = 29'd0;
always @(posedge clk or posedge reset)
begin
    if (reset)
       divider <=29'd0;
    else
       divider <= divider+29'd1;
end
always @(posedge divider[28])
if (reset)
pre_s<=s0;
else
pre_s<=next_s;
always @(in,pre_s)
case(pre_s)
s0: if(in) next_s<=s0;
    else next_s<=s1;
s1: if(in) next_s<=s0;
    else next_s<=s2;
s2: if(in) next_s<=s0;
    else next_s<=s2;
default:next_s<=s0;
endcase
always@ (in,pre_s)
case(pre_s)
s0:out=0;
s1:out=0;
s2: if(in) out=1;
    else out=0;
default: out=0;	 
endcase  	 
endmodule
==> run summary <==
The synthesis and PnR run went through. Via count of the first global-routing pass landed at 901. The initial antenna violation count was 0. The timer found 2 register pins that no clock reaches; their paths are not timed. The first routing iteration left 26 violations. The detailed placer reported the number of placed instances as 233. Iteration tally of the first detailed-router pass landed at 4. After synthesis, the chip area reported by Yosys is 1430 sq um. Per the OpenROAD floorplan log, the area of the core is 7730 sq um.

RePlAce ended its routability-driven mode at a weighted congestion of 0.749. Number of hold buffers added after CTS landed at 0. Critical path arrival landed at 2.55 ns. Synthesized instance count landed at 125. The run finished with clean final reports.

The skew report gives the latency at the later pin of the worst-skew pair as 0.28 ns. The final antenna diode tally reported by the flow is 0. For this run, the number of standard cells in the final layout without fillers is 240. STA classifies the critical path endpoint as an output pin. Number of instances resized during post-cts repair landed at 0.

TritonCTS built the clock tree. Number of buffers inserted to repair setup after CTS landed at 0. Setup repair after global routing left no endpoint under its margin. Portion of the post-synthesis area used by sequential elements landed at 53.5%.

Achievable frequency landed at 259 MHz. Average via count per standard cell landed at 3.73. Cell count listed in synth_stat.txt landed at 125.

Proportion of layout cells with a drive suffix above 1 landed at 9.42%. Setup total negative slack landed at 0 ns. Static leakage power landed at 0.000795 uW. Setup violations remaining at the end of the flow were counted as 0. Count of state elements after synthesis landed at 31.

The tree is rooted in a sky130_fd_sc_hd__clkbuf_8. Number of warnings in the stage logs landed at 27. For reference, the final report shows the max-slew violation count at 0. Die span in x landed at 109 um. Number of levels in the clock H-tree landed at 2. The worst pin sits at a relative slew slack of 70.7%. The transition time recorded at the tightest slew-check pin is 0.439 ns. Total DRC errors in the routed layout landed at 0.

According to the hold report, the worst path is of the register to register type. STA classifies the critical path startpoint as a primary input. Layout-stage area growth over the synthesis result landed at 19.3%. 4 endpoints have no timing constraint.

CTS clock-pin slew for the worst setup and hold paths landed at 0.06 ns. For the worst setup path, the data required time is 5.28 ns. The largest single stage delay on the critical path is 0.52 ns. Total CTS buffers landed at 5. Y dimension of the die landed at 109 um. In this design, the critical path's most frequently occurring cell is sky130_fd_sc_hd__clkdlybuf4s50_1. Total power divided by cell area landed at 193 nW/um^2. Tally of yosys warning messages landed at 1. In this run the critical path is formed by clkdlybuf4s50_1 > nor3b_1 > clkdlybuf4s50_1. Detailed placement ended at an HPWL of 1510 um. Per the post-route antenna check, the number of violating nets is 0. The critical path is of the primary input to output pin type. The overall die size recorded for this design is 11,900 sq um.

Per the detail_route report, the via count comes to 895. After detailed routing, the average wire length per cell comes to 9.42 um. Per the STA report, the cell with the highest stage delay on the worst path is sky130_fd_sc_hd__clkdlybuf4s50_1.

After layout, the worst path uses 58.6% of the clock period. Per the power-grid run, VDD falls by no more than 0.0636 mV. Wire length of the first global-routing pass landed at 4150 um. Starting utilization of the core area landed at 18.5%. Cell area after synthesis landed at 1430 sq um. For this block, the routed nets add up to 2260 um of wire. Number of buffers between clock root and the deepest sink landed at 2. The clock arrives with 0.00438 ns of skew.

Maximum number of pins on one net before global-route repair landed at 32. The final hold violation count recorded for this run is 0. Number of I/O pins landed at 8. Number of max-capacitance violations reported landed at 0.

Number of cell rows landed at 32. STA lists the maximum fanout along the critical path as 3. The final timing report derives a shortest allowable period of 3.87 ns. In this run, distinct cell masters in the synthesized netlist total 26. The average instance in the mapped netlist occupies 11.5 sq um. Remaining global-route overflow landed at 0.

During placement, the flow inserted port buffers numbering 7. All-layer global routing usage landed at 4.27%.
-- per-layer routing --
metal / global-route usage [%] / wire length, um / vias up
met5: 0 / 0 / -
met4: 0.471 / 10 / 0
met3: 1.91 / 175 / 2
met2: 5.70 / 883 / 13
met1: 6.40 / 1190 / 431
li1: - / - / 449
-- layout make-up --
| type | instances | area, sq um |
|---|---|---|
| Sequential cell | 31 | 766 |
| Fill cell | 826 | 6020 |
| Multi-Input combinational cell | 84 | 621 |
| Clock buffer | 7 | 86.3 |
| Inverter | 8 | 30.0 |
| Tap cell | 102 | 128 |
| Timing Repair Buffer | 8 | 77.6 |
-- cell usage in the layout (no fill, tap or decap), types with 2 or more instances in the layout --
master and count:
sky130_fd_sc_hd__and3_1 2, sky130_fd_sc_hd__clkbuf_8 6, sky130_fd_sc_hd__nor4_1 5, sky130_fd_sc_hd__dfxtp_1 2, sky130_fd_sc_hd__nor3_1 8, sky130_fd_sc_hd__nand3_1 12, sky130_fd_sc_hd__and2_1 3, sky130_fd_sc_hd__xor2_1 17
sky130_fd_sc_hd__inv_1 8, sky130_fd_sc_hd__nand2_1 6, sky130_fd_sc_hd__ha_1 4, sky130_fd_sc_hd__nand4_1 2, sky130_fd_sc_hd__xnor2_1 10, sky130_fd_sc_hd__and4_1 2, sky130_fd_sc_hd__dfrtp_1 29, sky130_fd_sc_hd__nor2_1 4
sky130_fd_sc_hd__clkdlybuf4s50_1 7
-- final timing paths --
check	startpoint	endpoint	slack [ns]	cells past startpoint
worst max-delay path	in	next_s[1]	2.73	3
worst min-delay path	divider[0]	divider[0]	0.44	1
worst max register to register	divider[9]	divider[27]	4.72	4
worst min register to register	divider[0]	divider[0]	0.44	1
max in group asynchronous	reset	divider[26]	4.91	3
min in group asynchronous	reset	divider[3]	1.41	3
-- critical path, delay by kind of cell --
| kind | cells | cell delay, ns |
|---|---|---|
| buffers and inverters | 2 | 0.96 |
| and+or+nand+nor | 1 | 0.27 |
-- kinds of logic after synthesis --
logic type	share of synthesized area, %
AND/OR/NAND/NOR	23.3
flip-flops	53.5
XOR/XNOR	16.5
buffers and inverters	3.15
adder cells (fa/ha/maj)	3.50
-- synth_stat cells --
library cell	count	area share, %
sky130_fd_sc_hd__xor2_1	17	10
sky130_fd_sc_hd__ha_1	4	3.5
sky130_fd_sc_hd__nor3b_1	1	0.52
sky130_fd_sc_hd__nor4_1	5	2.2
sky130_fd_sc_hd__clkbuf_1	1	0.26
sky130_fd_sc_hd__nor4_4	1	1.5
sky130_fd_sc_hd__nor2b_1	1	0.44
sky130_fd_sc_hd__or4_4	1	0.79
sky130_fd_sc_hd__or3_1	1	0.44
sky130_fd_sc_hd__nor3_1	8	2.8
sky130_fd_sc_hd__nand2_1	6	1.6
sky130_fd_sc_hd__nor4_2	1	0.87
sky130_fd_sc_hd__buf_6	1	0.79
sky130_fd_sc_hd__and3_1	2	0.87
sky130_fd_sc_hd__nand3_2	1	0.70
sky130_fd_sc_hd__xnor2_1	10	6.1
sky130_fd_sc_hd__inv_1	8	2.1
sky130_fd_sc_hd__and2_1	3	1.3
sky130_fd_sc_hd__and4_1	2	1.2
sky130_fd_sc_hd__and3_2	1	0.52
sky130_fd_sc_hd__nand4_1	2	0.87
sky130_fd_sc_hd__dfrtp_1	29	51
sky130_fd_sc_hd__dfxtp_1	2	2.8
sky130_fd_sc_hd__nand4_4	1	1.5
sky130_fd_sc_hd__nor2_1	4	1.0
sky130_fd_sc_hd__nand3_1	12	4.2
-- through the flow --
stage                     setup slack (ns)  power, uW  hold WS [ns]  area (sq um)  utilization [%]
after global placement                2.78        188         0.427          1620             21.0
after global routing                  2.64        343         0.466          1710             22.1
after floorplan                       3.82        184         0.414          1430                -
after CTS                             2.72        332         0.442          1710             22.1
final                                 2.73        330         0.435          1710             22.1
after detailed placement              2.73        188         0.434          1620             21.0
-- power breakdown --
| group | internal (uW) | switching, uW | total, uW |
|---|---|---|---|
| combinational | 2.23 | 3.99 | 6.22 |
| clock | 82.5 | 63.5 | 146 |
| sequential | 178 | 0 | 178 |
-- state kept, by name, summed over array words and instances (netlist names) --
name     count
divider     29
pre_s        2
No activity file was given, so power comes from the tool's default toggle rates.
