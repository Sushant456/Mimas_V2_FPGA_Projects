==> design/flow/design.v <==
`timescale 1ns / 1ps
module SEQ101_1007(
    det,inp,clk,rst,prt,nxt);
input inp,clk,rst;
output reg det;
parameter S0=2'b00,S1=2'b01,S2=2'b10,S3=2'b11;
output reg[1:0]prt,nxt;
reg [29:0] divider  = 30'd0;
	always @( posedge clk )
		begin
			if (rst)
				divider <= 30'd0;
			else
				divider <= divider + 30'd1;
		end
	always @ (posedge divider[29])
		begin	
			if(rst)
				prt <= S0;
			else
				prt <= nxt;
		end
	always @ (inp,prt)
		case(prt)
					S0:if(inp) nxt <= S1;
									else nxt <= S0;
					S1:if(inp) nxt <= S1;
									else nxt <= S2;
					S2:if(inp) nxt <= S0;
									else nxt <= S0;
					default nxt <= S0;
		endcase
		always @ (inp,prt)
			case(prt)
						S0:det=0;
						S1:det=0;
						S2:det=0;
						default det=0;
			endcase 
endmodule
==> design/flow/run.sh <==
#!/bin/bash
# OpenROAD 26Q1-2900-gdf79404cd8, Yosys 0.63+post, stock flow scripts
make -C /OpenROAD-flow-scripts/flow DESIGN_CONFIG=/design/flow/config.mk WORK_HOME=/design/flow/orfs finish
==> design/flow/config.mk <==
export PLATFORM = sky130hd
export DESIGN_NAME = SEQ101_1007
export DESIGN_NICKNAME = SEQ101_1007
export VERILOG_FILES = /design/flow/design.v
export SDC_FILE = /design/flow/constraint.sdc
export NUM_CORES = 4
export LEC_CHECK = 1
export CORE_AREA = 10 10 93 93
export DIE_AREA = 0 0 103 103
==> design/flow/constraint.sdc <==
current_design SEQ101_1007

set clk_period 6.2
set clk_io_pct 0.2

create_clock -name clk0 -period $clk_period [get_ports {clk}]

set non_clock_inputs [all_inputs -no_clocks]
set_input_delay [expr $clk_period * $clk_io_pct] -clock clk0 $non_clock_inputs
set_output_delay [expr $clk_period * $clk_io_pct] -clock clk0 [all_outputs]
==> results.py <==
# Auto-generated metrics
metrics = {
    "status": {
        "status": "complete, no violations",
    },
    "synth": {
        "synth.most_common_cell": "dfxtp_1",
        "edf_count": 0,
        "syn-cell-area_um2": 1470,
        "top_cells_by_area": "dfxtp_1 44%, a21oi_1 5.8%, o31ai_1 5.1%, or4_1 5.1%, nand3_1 4.8%",
        "postSynth.asyncResetShare_pct": 0,
        "ys_cells": 170,
        "synth_cell_types": 30,
        "ys_seq_elements": 32,
        "ys.flop_type": "dfxtp_1",
        "syn_avg_cell_area_um2": 8.62,
        "yosysTopAreaCell": "dfxtp_1",
        "postSynthCellCount": 170,
        "yosys_warnings": 1,
        "ys_area_um2": 1470,
        "ys_seq_share_pct": 43.7,
        "synthTopCellsByCount": "32 x dfxtp_1, 17 x a21oi_1, 14 x nand3_1, 12 x nor2_1",
        "top_area_share_pct": 43.7,
    },
    "power": {
        "p_leak_uw": 0.000502,
        "p_per_area_nw_per_um2": 228,
        "ir_drop_v": 0.000168,
        "power_uw": 390,
    },
    "floorplan": {
        "die_area_um2": 10600,
        "die_y_um": 103,
        "io_pins": 8,
        "initCoreUtil_pct": 21.7,
        "dieWidth_um": 103,
        "coreArea_um2": 6760,
        "rows": 30,
    },
    "route": {
        "drt_iter0_drc": 55,
        "wl_per_cell_um": 11.1,
        "n_antenna_cell": 0,
        "dr_total_vias": 1231,
        "dr.pass1.iters": 4,
        "route.detailed.drc": 0,
        "final_antenna_net_count": 0,
        "vias_per_cell": 4.79,
        "drt-total-wl_um": 2850,
    },
    "clock_tree": {
        "hold_buffers": 0,
        "root_buffer": "clkbuf_8",
        "ctsHtreeMaxLevel": 2,
        "clockBufferDepth": 2,
        "clock_latency_ns": 0.28,
        "cts_setup_buffers": 0,
        "tritoncts": "built",
        "path_clk_slew_ns": 0.06,
        "cts_buffers": 5,
        "post_cts_resize_count": 0,
    },
    "layout": {
        "seq_area_um2": 641,
        "comb_area_um2": 777,
        "area_growth_pct": 16.5,
        "drive_above_1_share_pct": 7.34,
        "fillers": 733,
        "fin_util_pct": 25.3,
    },
    "global_route": {
        "overflow": 0,
        "grt_max_degree": 34,
        "antenna_found_initial": 0,
        "grt_pass1_wl_um": 5180,
        "grt_pass1_vias": 1151,
        "grt_usage_pct": 5.78,
    },
    "setup_path": {
        "cp.arrival_ns": 2.39,
        "path_common_cell": "clkdlybuf4s50_1",
        "end_kind": "primary output",
        "required_ns": 4.96,
        "crit_type": "in -> out",
        "path_cells": "clkdlybuf4s50_1 > nor3b_1 > clkdlybuf4s50_1",
        "cp_max_fo": 2,
        "startpoint_type": "input port",
        "slowest_stage": "clkdlybuf4s50_1",
        "slowest_delay_ns": 0.50,
    },
    "timing": {
        "setup_tns_ns": 0,
        "unclocked_pins": 2,
        "final-hold-violation-count": 0,
        "relSlewSlack_pct": 66.7,
        "timing.final.ws_setup_ns": 2.57,
        "untimed_endpoints": 4,
        "skew_ns": 0.00166,
        "rsz0062_at_grt": "false",
        "worstMarginPinSlew_ns": 0.498,
        "clock.fmax_mhz": 276,
        "min_period_ns": 3.63,
        "fin_crit_sh_pct": 58.5,
        "setup_viol": 0,
        "slew_viol_final": 0,
    },
    "min_path": {
        "worstHoldPathType": "reg -> reg",
    },
    "placed_design": {
        "place_ws_ns": 2.56,
        "gp_congestion": 0.783,
        "dp_hpwl_um": 1860,
        "portBuffers": 6,
    },
    "run": {
        "tool_warnings": 25,
        "maxCapViolations": 0,
    },
}
## logic make-up after synthesis
group / Yosys count / share of synthesized area, %
muxes: 1 / 0.769
AOI/OAI and AO/OA: 34 / 13.3
and+or+nand+nor: 80 / 31.9
xor gates and xnor gates: 10 / 5.98
buffers and inverters: 11 / 3.25
other: 1 / 0.256
DFF: 32 / 43.7
adders and majority gates: 1 / 0.854
## state kept, by name, indices dropped and copies added, names as in the netlist
register	count
prt	2
divider	30
## per-layer routing
layer  part of all wire (%)  global-route usage, %  wire length (um)
met4                    1.1                  0.856                31
met2                     45                   8.73              1270
met3                    4.5                   1.90               129
met5                      0                      0                 0
met1                     50                   8.08              1420
## stage by stage
stage                     cell area (um2)  std cells  hold WS [ns]
final                                1710        257         0.481
after global routing                 1710        257         0.489
after CTS                            1710        257         0.480
after detailed placement             1600        249         0.471
after global placement               1600        249         0.457
after floorplan                      1470        170         0.447
## worst paths after layout
kind	start	endpoint	slack, ns	depth (start not counted)
worst max register to register	divider[0]	divider[20]	4.17	5
worst min register to register	divider[25]	divider[25]	0.48	2
worst max-delay path	inp	nxt[1]	2.57	3
worst min-delay path	divider[25]	divider[25]	0.48	2
## where the power goes
part / internal, uW / leakage (uW) / switching (uW) / total, uW
registers: 194 / 0.000259 / 2.77 / 197
logic: 4.22 / 0.000186 / 5.24 / 9.46
clock network: 112 / 0.0000575 / 70.9 / 183
total: 311 / 0.000502 / 78.9 / 390
## cell usage in the layout (no fill, tap or decap), drive strengths merged
cell	instances
dfxtp	32
ha	1
xor2	4
nand2	9
nand4	7
nor2b	5
o31ai	10
or3	6
mux2	1
and4	4
nor4	3
o21ai	7
nor2	12
inv	3
and3	3
xnor2	6
nand3b	1
nor3b	1
clkbuf	8
buf	1
conb	1
clkdlybuf4s50	6
and2	1
nor3	3
a21oi	17
or4	10
nand3	15
## cell type report
cell class / count / area share (%)
Clock buffer: 8 / 6.45
Inverter: 3 / 0.660
Multi-Input combinational cell: 127 / 45.5
Sequential cell: 32 / 37.5
Tap cell: 80 / 5.87
Timing Repair Buffer: 7 / 3.96
## critical path: cells and delay by family
family | cells | cell delay (ns)
buffers and inverters | 2 | 0.91
and+or+nand+nor | 1 | 0.23
Power figures rest on the tool's default switching activity, not on a simulated workload.
