===== flow/run.sh =====
#!/bin/bash
# OpenROAD 26Q1-2900-gdf79404cd8, Yosys 0.63+post, stock flow scripts
make -C /OpenROAD-flow-scripts/flow DESIGN_CONFIG=/design/flow/config.mk WORK_HOME=/design/flow/orfs finish

===== flow/config.mk =====
export PLATFORM = sky130hd
export DESIGN_NAME = UPDOWN
export DESIGN_NICKNAME = UPDOWN
export VERILOG_FILES = /design/flow/design.v
export SDC_FILE = /design/flow/constraint.sdc
export NUM_CORES = 4
export LEC_CHECK = 1
export CORE_AREA = 10 10 99 99
export DIE_AREA = 0 0 109 109

===== flow/constraint.sdc =====
current_design UPDOWN

set clk_period 4.6
set clk_io_pct 0.2

create_clock -name clk0 -period $clk_period [get_ports {clk}]

set non_clock_inputs [all_inputs -no_clocks]
set_input_delay [expr $clk_period * $clk_io_pct] -clock clk0 $non_clock_inputs
set_output_delay [expr $clk_period * $clk_io_pct] -clock clk0 [all_outputs]

===== flow/design.v =====
`timescale 1ns / 1ps
module UPDOWN(clk,reset,q,s);
	input clk,reset,s;
	output [3:0] q;
	reg [3:0] out;
	reg  [26:0] divider =27'd0;
	always @(posedge clk or posedge reset)
	begin
		if (reset)
			divider <= 27'd0;
		else
			divider <= divider+27'd1;
end
	always @(posedge divider[25] or posedge reset)
	begin
		if(reset==1)
			out<=4'd0;
		else if (s==1) 
			out<=out+4'd1;
		else
			out<=out-4'd1;
end
assign q=out;
endmodule

==> metrics.log <==
[flow] collecting metrics
[metrics] clock transition time at the flip-flop clock pins of the worst setup and hold paths: 0.08 ns
[metrics] number of cells in the yosys synthesis report: 110
[metrics] Sum Neg Setup Slack: 0 ns
[metrics] combinational cell area excluding buffers and inverters: 548.0 um2
[metrics] cell at the root of the clock tree: sky130_fd_sc_hd__clkbuf_8
[metrics] cell leakage power: 0.7008 nW
[metrics] arrival time reported for the critical path endpoint: ~1.8 ns
[metrics] worst-case clock buffer depth: 2
[metrics] Routed wire per std cell: 8.466 um
[metrics] number of antenna cells inserted: 0
[metrics] Vias: between 700 and 800
[metrics] overflow left after global routing: 0
[metrics] part of the total power dissipated in combinational logic: 3.0%
[metrics] TritonCTS clock tree: built
[metrics] Highest Signal Layer: met4
[metrics] Latency at later pin: around 0.26 ns
[metrics] Post-Synthesis Cell Area: 1325 um2
[metrics] endpoint of the most critical register-to-register path: divider[25]$_DFF_PP0_
[metrics] count of unclocked register or latch pins: 4
[metrics] YS chip area: 1325 um2
[metrics] proportion of layout cells with a drive suffix above 1: approximately 6.6%
[metrics] CP endpoint kind: flip-flop
[metrics] internal power contribution: 0.3090 mW
[metrics] critical path class: flip-flop to flip-flop
[metrics] floorplan die height: between 100 and 150 um
[metrics] startpoint type of the worst setup path: flip-flop
[metrics] average footprint of a synthesized cell: between 10 and 15 um2
[metrics] largest net degree at the start of global routing: 31
[metrics] number of buffers added on ports: 6
[metrics] first-iteration detailed-routing DRC count: 24
[metrics] Net Sw Frac: 19.22%
[metrics] Final ANT Viol Nets: 0
[metrics] H-tree Lvls: 1
[metrics] Fill cells: between 800 and 900
[metrics] leading cell type in the layout, fill and taps excluded: sky130_fd_sc_hd__dfrtp_1
[metrics] setup slack, reg-to-reg: 2.96 ns
[metrics] leading cell types in the layout, fill and taps excluded: 30 x sky130_fd_sc_hd__dfrtp_1, 20 x sky130_fd_sc_hd__xnor2_1, 17 x sky130_fd_sc_hd__nand3_1
[metrics] Largest type area fraction: 56.66%
[metrics] number of unconstrained endpoints: 8
[metrics] setup repair after global routing missed its margin: false
[metrics] YS warnings: 1
[metrics] Layout Skew: 0.002068 ns
[metrics] largest cells by area after synthesis: sky130_fd_sc_hd__dfrtp_1 57%, sky130_fd_sc_hd__xnor2_1 13%, sky130_fd_sc_hd__nand3_1 6.4%
[metrics] global router's overall resource usage: 3.682%
[metrics] worst slew pin tran: 0.5113 ns
[metrics] unique cell type count in the Yosys netlist: 19
[metrics] final clock period utilization by the worst path: about 36%
[metrics] hold-critical path endpoint: divider[7]$_DFF_PP0_
[metrics] antenna violations before repair: 0
[metrics] buffers inserted by post-CTS timing repair: 0
[metrics] sequential cell area: 750.7 um2
[metrics] total routed wire length on the met1 layer: between 900 and 1000 um
[metrics] total net switching power: 0.07353 mW
[metrics] number of search-and-repair iterations in the first detailed-routing pass: 4
[metrics] Peak Freq: 611.1 MHz
[metrics] crit path DRT: about 4.8 ns
[metrics] global-route wire length before repair: 3663 um
[metrics] total power density per cell area: 242.8 nW/um2
[metrics] Max Cap Viol: 0
[metrics] Syn Inst Count: 110
[metrics] final hold violation count: 0
[metrics] maximum net fanout on the critical path: 8
[metrics] clock period minus final worst setup slack: 1.636 ns
[metrics] instance count along the most critical hold path: 1
[metrics] Via-to-Cell Ratio: ~3.4
[metrics] count of non-filler cells in the finished layout: about 220
[metrics] post-cts resize count: 0
[metrics] part of the total power dissipated in sequential elements: 59.7%
[metrics] number of failing setup endpoints in the final timing report: 0
[metrics] Post-CTS Hold Buffers: 0
[metrics] placed cell count: between 200 and 250
[metrics] post-synthesis cell type with the largest combined area: sky130_fd_sc_hd__dfrtp_1
[metrics] flip-flop and latch count after synthesis: 30
[metrics] area of the core region: 7727 um2
[metrics] number of global-route vias before repair: 789
[metrics] Worst R2R Start: divider[6]$_DFF_PP0_
[metrics] layout-stage area growth over the synthesis result: 18.89%
[metrics] Top Ports: 7
[metrics] Hold Crit Class: flip-flop to flip-flop
[metrics] final routed DRC violation total: 0
[metrics] die extent in x: about 110 um
[metrics] estimated wirelength of the detail-placed design: 1367 um
[metrics] metal2 WL: ~750 um
[metrics] met3 layer wire length in the routed design: 146 um
[metrics] number of OpenROAD warnings: 25
[metrics] number of buffers created by CTS: 3
[metrics] hold wc startpoint: divider[7]$_DFF_PP0_
[metrics] Final GP Congestion: 0.7262
[metrics] Finished Core Util: 20.39%
[metrics] Reg2Reg Depth: 4
[metrics] headroom to the max-slew limit: 65.66%
[metrics] worst supply voltage drop on vdd: 0.1168 mV
[metrics] outcome: finished clean
[metrics] num rows: 32
[metrics] Final Max Tran Viols: 0
[metrics] Final Power: ~0.38 mW
[metrics] Initial Util: 17.15%
[metrics] fraction of the yosys area taken by sequential cells: a little under three fifths
[metrics] wire length reported by the detailed router: 1888 um
[metrics] clock power share: 37.3%
[metrics] Die ar.: 11880 um2
[metrics by stage]
step	setup slack [ns]	area, um2	hold WS, ns
after floorplan	3.046	1325	0.4413
after global placement	2.972	1520	0.4580
after detailed placement	2.959	1520	0.4609
after CTS	2.936	1575	0.4774
after global routing	2.816	1575	0.4979
final	2.964	1575	0.4714
[cell type report]
type | instances | area share (%)
repair buffers | 7 | 4.289
flip-flops and latches | 30 | 47.66
well taps | 102 | 8.102
inverters | 7 | 1.668
clock buffers | 4 | 3.495
multi-input cells | 73 | 34.79
[kinds of logic (layout without fill, tap and decap cells)]
group	Yosys count	in the layout	synth area share [%]
simple gates	40	40	18.22
flops	30	30	56.66
xor+xnor	27	27	17.85
buf+inv	7	18	1.983
fa+ha+maj	4	4	4.344
compound gates	2	2	0.9441
[power by group through the flow]
stage / Clock, mW / Combinational (mW) / Sequential [mW]
finish: 0.143 / 0.0114 / 0.228
CTS: 0.151 / 0.0121 / 0.229
global route: 0.158 / 0.0136 / 0.229
[how the worst max path moves through the flow]
stage                 slack (ns)                  from  depth (start not counted)                     to
after CTS                   2.94  divider[6]$_DFF_PP0_                          4  divider[25]$_DFF_PP0_
after global routing        2.82  divider[2]$_DFF_PP0_                          4  divider[25]$_DFF_PP0_
final                       2.96  divider[6]$_DFF_PP0_                          4  divider[25]$_DFF_PP0_
[synthesized netlist by cell type]
cell type,instances
sky130_fd_sc_hd__nand3_1,17
sky130_fd_sc_hd__dfrtp_1,30
sky130_fd_sc_hd__a21oi_1,1
sky130_fd_sc_hd__nor2_1,3
sky130_fd_sc_hd__and3_2,1
sky130_fd_sc_hd__xor2_1,7
sky130_fd_sc_hd__xnor2_1,20
sky130_fd_sc_hd__nor4_4,2
sky130_fd_sc_hd__fa_1,1
sky130_fd_sc_hd__and3_1,2
sky130_fd_sc_hd__and2_1,1
sky130_fd_sc_hd__a21o_1,1
sky130_fd_sc_hd__nand2_1,4
sky130_fd_sc_hd__and4_1,1
sky130_fd_sc_hd__nor4_1,1
sky130_fd_sc_hd__nand4_1,5
sky130_fd_sc_hd__inv_1,7
sky130_fd_sc_hd__nor3_1,3
sky130_fd_sc_hd__ha_1,3
[routing by layer]
layer  global-route usage, %  up-vias
li1                        -      393
met1                   5.454      353
met2                   5.056       15
met3                   1.613        2
met4                  0.2825        0
met5                       0        -
[worst max-delay path, cell delays in order, from the launching register on]
cell and delay, ns:
sky130_fd_sc_hd__dfrtp_1 0.38, sky130_fd_sc_hd__nand3_1 0.25, sky130_fd_sc_hd__nor4_4 0.53, sky130_fd_sc_hd__nand4_1 0.20, sky130_fd_sc_hd__xnor2_1 0.16
[sequential cells by signal (all words and copies together), names as in the netlist]
| name | flops |
|---|---|
| divider | 26 |
| out | 4 |
Power is estimated from default activity; no workload was simulated.
